==> design.v <==
module bin2bcd (
	input  logic [7:0]   x,			 
	output logic [11:0]  BCD      
);	
   logic  [19:0] result;   
   integer i;
   always_comb
   begin
      result[19:0] = 0;
      result[7:0] = x;      
      for (i=0; i<8; i=i+1) begin
         if (result[11:8] >= 5)
            result[11:8] = result[11:8] + 4'd3;
         if (result[15:12] >= 5)
            result[15:12] = result[15:12] + 4'd3;
         result = result << 1;
      end
      BCD = result[19:8];
   end
endmodule
==> run.sh <==
#!/bin/bash
# OpenROAD 26Q1-2900-gdf79404cd8, Yosys 0.63+post, stock flow scripts
make -C /OpenROAD-flow-scripts/flow DESIGN_CONFIG=/design/flow/config.mk WORK_HOME=/design/flow/orfs finish
==> config.mk <==
export PLATFORM = sky130hd
export DESIGN_NAME = bin2bcd
export DESIGN_NICKNAME = bin2bcd
export VERILOG_FILES = /design/flow/design.v
export SDC_FILE = /design/flow/constraint.sdc
export NUM_CORES = 4
export LEC_CHECK = 1
export CORE_AREA = 10 10 70 70
export DIE_AREA = 0 0 80 80
==> constraint.sdc <==
current_design bin2bcd

set clk_period 5.3
set clk_io_pct 0.2

create_clock -name clk0 -period $clk_period

set non_clock_inputs [all_inputs -no_clocks]
set_input_delay [expr $clk_period * $clk_io_pct] -clock clk0 $non_clock_inputs
set_output_delay [expr $clk_period * $clk_io_pct] -clock clk0 [all_outputs]
==> flow_metrics.py <==
# Synthesis and PnR figures
metrics = {
    "setup_path": {
        "required_arrival_time_at_the_worst_endpoint_ns": 4.24,
        "worst_ep_arrival_time_ns": 4.47,
        "path_class": "in -> out",
        "cp_max_fanout": 4,
        "cp-end-kind": "output port",
        "worstSetupStartpointType": "input pin",
    },
    "grt": {
        "global_route.usage.total_pct": 10.2,
        "grt_max_degree": 13,
        "overflow": 0,
        "antenna_violations_before_repair": 0,
        "global_route_wire_length_before_repair_mm": 5.82,
        "first_global_vias": 1358,
    },
    "placement": {
        "post-dp-hpwl_mm": 2.41,
        "numPortBuffers": 16,
        "globalplace.congestion": 0.858,
    },
    "job": {
        "log.warning_count": 38,
        "maxCapViolations": 0,
    },
    "final_layout": {
        "layout.sequential_cells": 0,
        "register_area_sq_um": 0,
        "area_growth_pct": 71.0,
        "layout-drive-gt1-share_pct": 56.1,
        "layout.filler_cells": 283,
        "num-clock-buffers": 0,
        "finish.utilization_pct": 60.1,
    },
    "die": {
        "io-pin-count": 20,
        "fp.coreArea_sq_um": 3420,
        "initial_util_pct": 35.1,
        "chip_area_sq_um": 6400,
        "die_width_um": 80,
        "rows": 21,
        "die_h_um": 80,
    },
    "yosys": {
        "postSynthSeqShare_pct": 0,
        "compound_area_share_pct": 39.5,
        "syn-instance-count": 154,
        "topCombFamilyByArea": "AND-OR/OR-AND gates",
        "muxShareOfSynthArea_pct": 4.48,
        "synthDistinctLibCells": 68,
        "synth_warnings": 1,
        "post_synth_fa_ha_maj_area_fraction_pct": 8.34,
        "synth_largest_type_area_fraction_pct": 8.34,
        "yosys_synthesis_chip_area_sq_um": 1200,
        "ys_sh_xor_pct": 8.65,
        "top_cells_by_count": "12 x nor2_1, 12 x o21ai_0, 11 x nand2_1, 8 x ha_1, 8 x inv_1",
        "cells_yosys": 154,
        "synth_simple_gate_area_share_pct": 28.3,
        "synthesis.area_sq_um": 1200,
        "synth_area_leaders": "ha_1 8.3%, o21ai_0 5.0%, nor2_1 3.8%",
        "syn_area_per_cell_sq_um": 7.79,
        "largest_area_cell": "ha_1",
    },
    "final_timing": {
        "slew_headroom_pct": 65.9,
        "finalHoldViolations": 0,
        "rsz_0062_raised_after_global_routing": "true",
        "setup_slack_ns": -0.231,
        "max_freq_mhz": 181,
        "post_route_fraction_of_the_period_consumed_by_the_critical_path_pct": 104,
        "fin_worst_hold_slack_ns": 2.12,
        "tightestPinTransition_ns": 0.505,
        "timing.setup.tns_ns": -1.29,
        "final-setup-viol-count": 8,
        "finalMaxSlewViolations": 0,
        "layout_min_cycle_time_ns": 5.53,
    },
    "worst_hold_path": {
        "hold_end": "BCD[0]",
        "hold_path_depth": 0,
        "hold_start": "x[0]",
        "worstHoldPathType": "in -> out",
    },
    "clock_network": {
        "post_cts_hold_buffer_count": 0,
    },
    "power_and_ir_drop": {
        "power.ir.vdd_worst_uv": 63.3,
        "static-leakage-power_nw": 0.858,
        "power_density_nw_per_um2": 230,
        "power.total_w": 0.000471,
    },
    "detailed_routing": {
        "wl_mm": 3.31,
        "drtAntennaViolNets": 0,
        "drt-vias-per-instance": 5.05,
        "dr.first_iter.drc_count": 70,
        "drt-wirelength-per-cell_um": 12.3,
        "detail_route.antenna_diodes": 0,
        "first_pass_drt_iterations": 4,
        "via_count": 1359,
        "remaining_drc_errors": 0,
    },
    "run_status": {
        "violated_checks": "negative setup slack",
        "result_of_the_run": "finished with violations",
    },
}
-- critical path: stages --
cell           delay (ns)
buf_8                0.08
inv_6                0.03
ha_4                 0.14
or2_4                0.25
nand2_4              0.08
xnor2_4              0.08
ha_4                 0.17
nand2b_4             0.14
a32oi_4              0.25
xnor2_4              0.17
inv_4                0.07
ha_4                 0.15
and2b_1              0.17
buf_6                0.12
o32ai_4              0.27
buf_6                0.16
nor2_4               0.04
nor3_1               0.15
buf_4                0.15
o41ai_4              0.08
buf_4                0.16
o31a_1               0.26
dlygate4sd2_1        0.24
-- power breakdown --
part	leakage [nW]	switching [W]	internal, W
Sequential	0	0	0
Clock	0	0	0
Combinational	0.858	0.000200	0.000271
Total	0.858	0.000200	0.000271
-- worst max path at each step --
stage         startpoint      to  slack, ns  depth (start not counted)
CTS                 x[6]  BCD[2]      -0.31                         23
global route        x[6]  BCD[7]      -0.40                         23
finish              x[6]  BCD[2]      -0.23                         23
-- through the flow --
step | area [sq um] | std cells | worst slack, ns
finish | 2050 | 269 | -0.231
global route | 2050 | 269 | -0.397
CTS | 1970 | 267 | -0.313
detailed placement | 1690 | 244 | -0.991
global placement | 1690 | 244 | -0.948
floorplan | 1290 | 155 | -0.316
-- cell families after synthesis --
logic type | Yosys count
multiplexers | 4
buffers and inverters | 21
other | 1
XOR/XNOR | 8
AND-OR/OR-AND | 53
adder cells (fa/ha/maj) | 8
AND/OR/NAND/NOR | 59
-- metal layers --
layer | GRT usage [%] | wire [um]
met1 | 15.0 | 1740
met2 | 16.8 | 1490
met3 | 0.455 | 80
met4 | 0.704 | 0
met5 | 0 | 0
-- placed cells by master (no fill, tap or decap), types with 3 or more instances in the layout --
cell type,instances
inv_1,7
nand2_1,9
nor2_1,9
nor2b_1,5
clkdlybuf4s50_1,4
a211oi_2,3
buf_6,17
xnor2_4,3
xnor2_1,4
buf_4,47
o21ai_2,3
buf_2,8
a21oi_1,3
ha_4,5
nand3_1,3
o21ai_0,10
nor3_1,4
nand2b_1,3
-- cell type report --
type	instances	area (sq um)	share of cell area (%)
Inverter	10	45.0	2.20
Timing Repair Buffer	79	657	32.0
Tap cell	46	57.6	2.80
Multi-Input combinational cell	134	1290	63.0
-- repair_timing --
action,CTS,global route
setup endpoints to repair,9,9
buffers inserted,24,4
resized,74,10
pin swaps,33,13
No activity file was given, so power comes from the tool's default toggle rates.
