File: config.mk
export PLATFORM = sky130hd
export DESIGN_NAME = f1_fsm
export DESIGN_NICKNAME = f1_fsm
export VERILOG_FILES = /design/flow/design.v
export SDC_FILE = /design/flow/constraint.sdc
export NUM_CORES = 4
export LEC_CHECK = 1
export CORE_AREA = 10 10 98 98
export DIE_AREA = 0 0 108 108
File: constraint.sdc
current_design f1_fsm

set clk_period 2.7
set clk_io_pct 0.2

create_clock -name clk0 -period $clk_period [get_ports {clk}]

set non_clock_inputs [all_inputs -no_clocks]
set_input_delay [expr $clk_period * $clk_io_pct] -clock clk0 $non_clock_inputs
set_output_delay [expr $clk_period * $clk_io_pct] -clock clk0 [all_outputs]
File: design.v
module f1_fsm (
    input   logic       rst,
    input   logic       en,
    input   logic       clk,
    input   logic       trigger,
    input   logic [7:0] lfsr_value,
    output  logic [7:0] data_out
);
    logic [7:0]   delay_count;
    typedef enum {S0,S1,S2,S3,S4,S5,S6,S7,S8} state;
    state current_state, next_state;
    always_ff @(posedge clk, posedge rst)
        if (rst) begin
            current_state <= S0;
            delay_count <= 8'b0;
        end else if (en) begin
            if (current_state != S8 && next_state == S8) begin
                current_state <= S8;
                delay_count <= lfsr_value;  
            end
            else if (current_state == S8 && delay_count != 8'b0) begin
                delay_count <= delay_count - 1'b1;
            end
            else begin
                current_state <= next_state;
            end
        end
    always_comb begin
        case (current_state)
            S0: next_state = S1;
            S1: next_state = S2;
            S2: next_state = S3;
            S3: next_state = S4;
            S4: next_state = S5;
            S5: next_state = S6;
            S6: next_state = S7;
            S7: next_state = S8;
            S8: next_state = (delay_count == 8'b0) ? S0 : S8;
            default: next_state = S0;
        endcase
    end
    always_comb begin
        case (current_state)
            S0: data_out = 8'b0;
            S1: data_out = 8'b1;
            S2: data_out = 8'b11;
            S3: data_out = 8'b111;
            S4: data_out = 8'b1111;
            S5: data_out = 8'b11111;
            S6: data_out = 8'b111111;
            S7: data_out = 8'b1111111;
            S8: data_out = 8'b11111111;
            default: data_out = 8'b0;
        endcase
    end 
endmodule
File: run.sh
#!/bin/bash
# OpenROAD 26Q1-2900-gdf79404cd8, Yosys 0.63+post, stock flow scripts
make -C /OpenROAD-flow-scripts/flow DESIGN_CONFIG=/design/flow/config.mk WORK_HOME=/design/flow/orfs finish
==> out/metrics.yaml <==
clock_network:
  cts.sinks: 12
  numCtsBuffers: 3
  clkTransAtPathRegs_ns: 0.05
  tritoncts: "yes"
  cts_buffer_depth: 2
  root_buffer: "clkbuf_8"
  insertion_delay_ns: 0.24
  hold_buffers: 0
  cts_setup_buffers: 0
  htree_num_levels: 1
  cts_resized: 0
synthesis:
  ys_cells: 102
  ys_seq_share_pct: 34.9
  yosysWarningCount: 1
  netlist_area_um2: 860
  ys_sh_adder_pct: 1.46
  simple_gate_share_pct: 27.5
  synth_cells: 102
  synth.top_cell.area_share_pct: 34.9
  ys_area_um2: 860
  synth-async-reset-ratio_pct: 100
  ys.flop_type: "dfrtp_1"
  synthXorXnorAreaFrac_pct: 1.02
  synth.distinct_cells: 37
  top_area_cell: "dfrtp_1"
  top_logic_kind: "simple AND/OR/NAND/NOR gates"
  aoi_share_pct: 24.2
  ys_sh_mux_pct: 2.33
  top_cells_by_area: "dfrtp_1 35%, nor3_1 5.2%, a211oi_1 5.2%"
  numSynthFlops: 12
  edf_count: 0
  avgSynthCellArea_um2: 8.43
critical_path:
  arrival_ns: 2.02
  slowest_stage: "or4b_4"
  cp-end-kind: "output pin"
  critPathRequiredTime_ns: 2.16
  worst-setup-path-type: "flip-flop to output pin"
  cp-start-kind: "flip-flop"
  critPathTopFamily: "simple AND/OR/NAND/NOR gates"
  path_cells: "or4b_4 -> o211ai_1 -> clkdlybuf4s50_1"
  critPathMaxFanout: 14
  path_buffers: 1
  crit_path_max_incr_delay_ns: 0.69
run:
  warning_count: 26
  cap_violations: 0
finish:
  final_common_cell: "clkdlybuf4s50_1"
  final_cell_mix: "18 x clkdlybuf4s50_1, 12 x dfrtp_1, 9 x nor3_1, 9 x nand2_1, 7 x o21ai_0"
  final_cells: 218
  logic_area_um2: 485
  synthToLayoutAreaGrowth_pct: 36.1
  regArea_um2: 300
  layout-drive-gt1-share_pct: 7.76
  fin_util_pct: 15.3
  n_fill_cell: 839
grt:
  grt_usage_pct: 3.73
  grt_max_degree: 15
  grt_pass1_vias: 747
  grt_pass1_wl_mm: 3.61
  grt_overflow: 0
  antenna_found_initial: 0
floorplanning:
  row_count: 32
  core_area_um2: 7650
  initCoreUtil_pct: 11.2
  die-area_um2: 11700
  num_io_pins: 20
  fp.dieW_um: 108
  die-height_um: 108
final_timing:
  hold_viol_final: 0
  holdWs_ns: 0.558
  worst_pin_slew_ns: 0.575
  setup_viol: 0
  slew_headroom_pct: 61.3
  drv_slew: 0
  rsz0062_at_grt: "no"
  min_period_over_period_pct: 95.0
  fmaxAchievable_mhz: 390
  totalNegativeSetupSlack_ns: 0
  min_period_ns: 2.56
  skew_ns: 0.00153
power_and_ir_drop:
  vdd_drop_max_mv: 0.122
  powerDensity_nw_per_um2: 799
  p_total_w: 0.000935
  cellLeakagePower_nw: 0.405
drt:
  post_drt_wl_per_cell_um: 10.3
  viasPerCell: 3.68
  drc_errors: 0
  antenna_cells: 0
  dr.first_iter.drc_count: 21
  vias: 802
  ant_nets: 0
  routed_wl_mm: 2.24
  drt_first_pass_iters: 4
place:
  gp_congestion: 0.780
  io_buffers: 18
  placedCellCount: 215
  dp_hpwl_mm: 1.75
outcome:
  status: "complete, no violations"
worst_hold_path:
  hold_class: "flip-flop to flip-flop"
power breakdown:
| group | internal, W | leakage, nW | switching [W] |
|---|---|---|---|
| registers | 0.000253 | 0.142 | 0.000134 |
| logic | 0.000234 | 0.242 | 0.000154 |
| clock network | 0.0000980 | 0.0216 | 0.0000620 |
stage by stage:
stage          area (µm²)  setup slack, ns
2_1_floorplan         860            0.766
3_3_place_gp         1130            0.229
3_5_place_dp         1130            0.253
4_1_cts              1170            0.107
5_1_grt              1170           0.0653
6_report             1170            0.136
flip-flops by register name, summed over array words and instances, names as in the netlist:
register       cells
delay_count        8
current_state      4
synth_stat cells (2+ instances only):
cell type / count
dfrtp_1: 12
nand2_1: 9
nor3_1: 9
o21ai_0: 7
a211oi_1: 6
a21oi_1: 6
nor2_1: 6
clkbuf_1: 5
inv_1: 4
nand3_1: 3
nor4_1: 3
buf_6: 2
mux2i_1: 2
nand2b_1: 2
o22ai_1: 2
or3_1: 2
or4_1: 2
cells by family (layout without fill, tap and decap cells):
| logic type | count (synthesis) | count (layout) |
|---|---|---|
| AOI/OAI and AO/OA | 29 | 29 |
| and+or+nand+nor | 43 | 43 |
| buffers and inverters | 14 | 28 |
| DFF | 12 | 12 |
| adders and majority gates | 1 | 1 |
| xor gates and xnor gates | 1 | 1 |
| muxes | 2 | 2 |
area by class of cell:
cell class / instances / area share, %
timing repair buffer: 19 / 16.0
clock buffer: 3 / 3.53
tap: 102 / 10.9
sequential: 12 / 25.7
inverter: 6 / 2.35
multi-input combinational: 76 / 41.5
worst paths after layout:
kind | start | to | slack [ns] | cells after the start
worst max-delay path | current_state[0] | data_out[1] | 0.14 | 3
worst min-delay path | delay_count[0] | delay_count[0] | 0.56 | 1
worst max register to register | current_state[0] | delay_count[4] | 0.69 | 5
worst min register to register | delay_count[0] | delay_count[0] | 0.56 | 1
max in group asynchronous | rst | delay_count[4] | 1.75 | 2
min in group asynchronous | rst | delay_count[5] | 0.63 | 2
layer usage:
layer | vias to the layer above | GRT usage, % | part of all wire [%]
li1 | 413 | - | -
met1 | 374 | 4.66 | 47
met2 | 13 | 6.38 | 48
met3 | 2 | 0.783 | 3.2
met4 | 0 | 0.954 | 2.3
met5 | - | 0 | 0
Power is estimated from default activity; no workload was simulated.
