==> design.v <==
module delay #(
  parameter int WIDTH = 8                 
)(
  input  logic                 clk,       
  input  logic                 rst,       
  input  logic                 trigger,   
  input  logic [WIDTH-1:0]     k,         
  output logic                 time_out   
);
  logic [WIDTH-1:0] count  ;
  typedef enum logic [1:0] {
    IDLE,
    COUNTING,
    TIME_OUT,
    WAIT_LOW
  } my_state_t;
  my_state_t current_state, next_state;
  always_comb begin
    next_state = IDLE;  
    unique case (current_state)
      IDLE: begin
        if (trigger) next_state = COUNTING;
        else         next_state = IDLE;
      end
      COUNTING: begin
        if (count == {WIDTH{1'b0}}) next_state = TIME_OUT;
        else                        next_state = COUNTING;
      end
      TIME_OUT: begin
        if (trigger) next_state = WAIT_LOW;
        else         next_state = IDLE;
      end
      WAIT_LOW: begin
        if (!trigger) next_state = IDLE;
        else          next_state = WAIT_LOW;
      end
      default: next_state = IDLE;
    endcase
  end
  always_comb begin
    unique case (current_state)
      TIME_OUT: time_out = 1'b1;    
      default:  time_out = 1'b0;
    endcase
  end
  always_ff @(posedge clk) begin
    if (rst || (current_state == IDLE)) begin
      count <= k - 1'b1;
    end else if (current_state == COUNTING) begin
      count <= count - 1'b1;
    end
  end
  always_ff @(posedge clk) begin
    if (rst)
      current_state <= IDLE;
    else
      current_state <= next_state;
  end
endmodule
==> run.sh <==
#!/bin/bash
# OpenROAD 26Q1-2900-gdf79404cd8, Yosys 0.63+post, stock flow scripts
make -C /OpenROAD-flow-scripts/flow DESIGN_CONFIG=/design/flow/config.mk WORK_HOME=/design/flow/orfs finish
==> config.mk <==
export PLATFORM = sky130hd
export DESIGN_NAME = delay
export DESIGN_NICKNAME = delay
export VERILOG_FILES = /design/flow/design.v
export SDC_FILE = /design/flow/constraint.sdc
export NUM_CORES = 4
export LEC_CHECK = 1
export CORE_AREA = 10 10 76 76
export DIE_AREA = 0 0 86 86
==> constraint.sdc <==
current_design delay

set clk_period 4.2
set clk_io_pct 0.2

create_clock -name clk0 -period $clk_period [get_ports {clk}]

set non_clock_inputs [all_inputs -no_clocks]
set_input_delay [expr $clk_period * $clk_io_pct] -clock clk0 $non_clock_inputs
set_output_delay [expr $clk_period * $clk_io_pct] -clock clk0 [all_outputs]
==> impl_metrics.yaml <==
# flow metrics
sta:
  skew_ns: 0.00348
  rsz0062_at_grt: "false"
  slew_headroom_pct: 83.4
  finalCritPeriodShare_pct: 65.7
  worst_pin_slew_ns: 0.243
  fin_ws_ns: 1.44
  setup_violations: 0
  hold_slack_ns: 0.484
  finalCriticalPeriod_ns: 2.76
  max_freq_mhz: 362
  finalSetupTns_ns: 0
  hold_viol_final: 0
  final_max_slew_viol_count: 0
clock_tree:
  hold_buffers: 0
  cts_sinks: 12
  clockRootBuffer: "clkbuf_8"
  cts_tree: "yes"
  cts_setup_buffers: 0
  cts_buffers: 3
  clock_latency_ns: 0.24
  htreeDepth: 1
  cts_resized: 0
  clockBufferDepth: 2
  clkTransAtPathRegs_ns: 0.05
power_and_ir_drop:
  powerDensity_nw_per_um2: 368
  p_switching_w: 0.0000728
  swShare_pct: 22.5
  p_comb_share_pct: 15.0
  p_seq_share_pct: 46.7
  clock_power_share_pct: 38.3
  irDropWorstVdd_uv: 82.9
  leakage_nw: 0.288
  power.internal_w: 0.000251
synth:
  synth_area_um2: 656
  ys_warn_count: 1
  yosysCellCount: 57
  syn_inst: 57
  yosys_register_bits: 12
  ys_seq_share_pct: 48.9
  syn_avg_cell_area_um2: 11.5
  synthDistinctLibCells: 23
  ys_area_um2: 656
floorplan:
  dieArea_um2: 7400
  coreArea_um2: 4120
  rows: 23
  die_w_um: 86
  initial_core_util_pct: 15.9
  pin_count: 12
  die_h_um: 86
critical_path:
  r2r-end: "count[4]$_DFFE_PP_"
  r2r-start: "current_state[0]$_DFF_P_"
  required_ns: 4.18
  r2r_cells: 8
  worst_setup_path_start_kind: "input pin"
  end_kind: "flop"
  path_cells: "clkdlybuf4s50_1, nor2_1, buf_4, mux2_2, inv_1, ha_1, nand2_1, xor2_1, mux2i_1"
  crit_fanout: 11
  rrSetupSlack_ns: 2.25
  cp_slowest_stage_delay_ns: 0.52
  path_class: "in -> reg"
  crit_arrival_ns: 2.74
  worstPathBufferInverterCount: 3
  crit_path_top_delay_cell: "clkdlybuf4s50_1"
  cp_top_family: "buffers and inverters"
global_route:
  grtUsageTotal_pct: 4.06
  grt_pass1_vias: 520
  grt_max_degree: 12
  grt_overflow_total: 0
  grt_pass1_wl_mm: 2.53
  antenna_found_initial: 0
drt:
  vias_per_cell: 3.85
  drc: 0
  wl_per_cell_um: 11.6
  dr.pass1.iters: 4
  wirelength_mm: 1.41
  drtIter0Drc: 30
  vias: 470
  diodes: 0
  ant_nets: 0
run:
  maxCapViolations: 0
  openroad.warnings: 25
cells_and_area:
  fin_cells: 122
  mostFrequentLayoutCells: "clkdlybuf4s50_1 (11), nor2_1 (8), mux2i_1 (8), edfxtp_1 (8)"
  area_growth_pct: 34.2
  final_util_pct: 21.4
  layout_top_cell: "clkdlybuf4s50_1"
  num-fill-cells: 439
  drive_gt1_share_pct: 12.5
hold_path:
  worstHoldPathCells: 1
  holdPathEnd: "current_state[1]$_DFF_P_"
  worstHoldStart: "current_state[2]$_DFF_P_"
  hold_class: "reg -> reg"
place:
  place_ws_ns: 1.21
  place.gp.congestion: 0.780
  dp_hpwl_mm: 1.12
  placedCellCount: 118
  port_buffers: 11
outcome:
  status: "complete, no violations"
==> per-stage QoR <==
| step | instance area [um^2] | power [W] |
|---|---|---|
| after floorplan | 656 | 0.000182 |
| after global placement | 825 | 0.000200 |
| after detailed placement | 825 | 0.000202 |
| after CTS | 880 | 0.000327 |
| after global routing | 880 | 0.000339 |
| final | 880 | 0.000324 |
==> flip-flops by register name, indices dropped and copies added, names as in the netlist <==
name           count
current_state      4
count              8
==> final cells by class <==
class / instances / area (um^2) / area share [%]
multi-input combinational: 42 / 317 / 36.0
sequential: 12 / 320 / 36.4
tap: 50 / 62.6 / 7.11
inverter: 2 / 7.51 / 0.853
clock buffer: 4 / 55.1 / 6.26
timing repair buffer: 12 / 118 / 13.4
==> per-layer routing <==
| layer | track usage (%) | share of wire, % | wire length (um) | vias up |
|---|---|---|---|---|
| li1 | - | - | - | 240 |
| met1 | 5.01 | 44 | 623 | 222 |
| met2 | 6.69 | 49 | 692 | 8 |
| met3 | 1.53 | 6.8 | 96 | 0 |
| met4 | 0.599 | 0 | 0 | 0 |
| met5 | 0 | 0 | 0 | - |
==> worst max path at each step <==
stage     slack [ns]                 end  start  cells after the start
4_1_cts         1.45  count[6]$_DFFE_PP_    rst                      8
5_1_grt         1.23  count[4]$_DFFE_PP_    rst                      9
6_report        1.44  count[4]$_DFFE_PP_    rst                      9
==> kinds of logic (layout without fill, tap and decap cells) <==
family | count (synthesis) | in the layout | share of synthesized area [%]
flops | 12 | 12 | 48.9
fa+ha+maj | 1 | 1 | 1.91
simple gates | 21 | 21 | 17.9
mux | 9 | 9 | 13.9
buf+inv | 3 | 18 | 2.86
compound gates | 4 | 4 | 5.15
xor+xnor | 7 | 7 | 9.35
==> power by group through the flow <==
stage                  logic, W  registers, W  clock network, W
after CTS             0.0000487      0.000151          0.000127
after global routing  0.0000533      0.000153          0.000133
final                 0.0000484      0.000151          0.000124
==> cells in the mapped netlist <==
cell type / n / share of area, %
o31a_1: 1 / 1.3
mux2_2: 1 / 1.7
inv_1: 2 / 1.1
nor2_1: 8 / 4.6
nor3_1: 2 / 1.5
edfxtp_1: 8 / 37
o31a_2: 1 / 1.5
nand2_1: 2 / 1.1
xor2_1: 3 / 4.0
or3_2: 1 / 1.1
buf_6: 1 / 1.7
nor4_1: 1 / 0.95
xnor2_1: 4 / 5.3
nor3b_1: 2 / 2.3
mux2i_1: 8 / 12
dfxtp_1: 4 / 12
o21bai_1: 1 / 1.1
ha_1: 1 / 1.9
nor4_2: 1 / 1.9
nand3_1: 1 / 0.76
a22oi_1: 1 / 1.1
or4_1: 2 / 2.3
nand4b_1: 1 / 1.3
No activity file was given, so power comes from the tool's default toggle rates.
